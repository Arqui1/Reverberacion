**design/flow/run.sh**
```bash
#!/bin/bash
# OpenROAD 26Q1-2900-gdf79404cd8, Yosys 0.63+post, stock flow scripts
make -C /OpenROAD-flow-scripts/flow DESIGN_CONFIG=/design/flow/config.mk WORK_HOME=/design/flow/orfs finish
```
**design/flow/config.mk**
```make
export PLATFORM = sky130hd
export DESIGN_NAME = pipeDecotoExe
export DESIGN_NICKNAME = pipeDecotoExe
export VERILOG_FILES = /design/flow/design.v
export SDC_FILE = /design/flow/constraint.sdc
export NUM_CORES = 4
export LEC_CHECK = 1
export CORE_UTILIZATION = 50
```
**design/flow/constraint.sdc**
```tcl
current_design pipeDecotoExe

set clk_period 1.0
set clk_io_pct 0.2

create_clock -name clk0 -period $clk_period [get_ports {clk}]

set non_clock_inputs [all_inputs -no_clocks]
set_input_delay [expr $clk_period * $clk_io_pct] -clock clk0 $non_clock_inputs
set_output_delay [expr $clk_period * $clk_io_pct] -clock clk0 [all_outputs]
```
**design/flow/design.v**
```verilog
module pipeDecotoExe #(parameter bits = 32) 
	(input logic clk,rst,flush,
	input logic [bits-1:0] immExtD,RD2D,RD1D,
	input logic [3:0] WA3D,
	output logic [bits-1:0] immExtE, RD2E,RD1E,
	output logic [3:0] WA3E);
logic [bits-1:0] immExt = 32'h0;
logic [bits-1:0] RD2 = 32'h0;
logic [bits-1:0] RD1 = 32'h0;
logic [3:0] WA3 = 4'h0;
always_ff @ (posedge clk, posedge rst) begin
	if (rst) begin
		immExt = 32'b0;
		RD2 = 32'b0;
		RD1 = 32'b0;
		WA3 = 4'b0;
	end
	else if (flush) begin
		immExt = 32'b0;
		RD2 = 32'b0;
		RD1 = 32'b0;
		WA3 = 4'b0;
	end
	else begin
		immExt = immExtD;
		RD2 = RD2D;
		RD1 = RD1D;
		WA3 = WA3D;
	end
end
assign immExtE = immExt;
assign RD2E = RD2;
assign RD1E = RD1;
assign WA3E = WA3;
endmodule
```
==> metrics.log <==
[flow] final metrics
[metrics] post-route standard cell area excluding fillers: 0.005565 mm2
[metrics] WHS Path Cells: 2
[metrics] number of stages on the worst setup path: 1
[metrics] area of the core: 0.007214 mm2
[metrics] TritonCTS buffer count: 9
[metrics] clock period minus worst slack: 1.083 ns
[metrics] number of antenna violations at the first check in global routing: 0
[metrics] post-detailed-routing wire length: 8892 um
[metrics] Worst Hold Class: in -> reg
[metrics] average size of a mapped cell: 17.52 um2
[metrics] Setup crit start: RD2[28]
[metrics] via count of the first global-routing pass: 2,437
[metrics] Final Hold Violation Tally: 0
[metrics] RSZ-0062 raised after global routing: true
[metrics] worst rel slew slack: 85.61%
[metrics] yosys-reported design area after synthesis: 0.003714 mm2
[metrics] combined global-route utilization of all metal layers: 24.16%
[metrics] total setup violations reported at the end of the flow: 100
[metrics] largest net degree at the start of global routing: 29
[metrics] path type of the worst setup path: reg -> out
[metrics] Peak Freq: 923.0 MHz
[metrics] via/cell ratio: 4.390
[metrics] detailed-routing iteration count for the pre-antenna-repair pass: 6
[metrics] max-capacitance violation count: 0
[metrics] DP HPWL: 6338 um
[metrics] post-placement cell area: 0.005853 mm2
[metrics] count of vias placed by the detailed router: 2,318
[metrics] total grt overflow: 0
[metrics] netlist area before placement: 0.003714 mm2
[metrics] synthesis-stage register bit count: 100
[metrics] worst path cell trace: buf_2
[metrics] standard-cell rows: 31
[metrics] fin worst setup slack: -0.08337 ns
[metrics] part of the Yosys area used for sequential elements: 67.39%
[metrics] clock tree from TritonCTS: yes
[metrics] type of origin of the critical path: register
[metrics] violation tally from detailed-route iteration zero: 43
[metrics] global-route wire length before repair: 12,990 um
[metrics] run status: finished, violations left
[metrics] die width: 88.18 um
[metrics] sum of negative setup slack: -2.631 ns
[metrics] number of cells in Yosys stat: 212
[metrics] chip area: 0.007776 mm2
[metrics] measured slew at the worst slew-check pin: 0.2159 ns
[metrics] Ant. Diodes: 0
[metrics] number of placed I/O pins: 203
[metrics] Synth cell types: 8
[metrics] count of unresolved DRC violations after routing: 0
[metrics] Vert. Die Dim: 88.18 um
[metrics] violations in the final reports: negative setup slack
[metrics] layout cells sized above 1: 49.42%
[metrics] area added between synthesis and finish: 49.87%
[metrics] Worst path max stage delay: 0.40 ns
[metrics] kind of cell adding the most delay to the critical path: flip-flops
[metrics] buffer cell driving the clock tree root: sky130_fd_sc_hd__clkbuf_8
[metrics] PortBufs: 202
[metrics] Post-CTS Setup Inserts: 0
[metrics] crit end category: output pin
[metrics] count of warnings emitted by yosys: 1
[metrics] OpenROAD warnings: 29
[metrics] weighted congestion at the end of routability-driven global placement: 0.7633
[metrics] Power Density: 1457 mW/mm2
[metrics] CP max-delay cell: sky130_fd_sc_hd__dfrtp_1
[metrics] starting density of the core: 51.47%
[metrics] CTS clock-pin slew for the worst setup and hold paths: 0.09 ns
[metrics] Data required, critical path: 0.80 ns
[metrics] number of standard cells after synthesis: 212
[metrics] launch point of the worst hold path: flush
[metrics] share of the clock period used by the worst path after layout: 108.3%
[metrics] number of buffers and inverters on the critical path: 1
[metrics] Data arrival, critical path: 0.88 ns
[metrics] worst vdd ir: 932.9 uV
[metrics] Worst Path Max Fanout: 1
[metrics] number of levels the H-tree was split into: 3
[metrics] number of clock sinks seen by CTS: 100
[metrics] Clock Tree Buf Depth: 2
[metrics] Routed WL per cell: 16.84 um
[metrics] standby leakage power: 2.801 nW
[metrics] hold buffers post-CTS: 0
[metrics] final-report max-slew violation count: 0
[metrics] post-route ant nets: 0
## layout by cell type, fill, tap and decap left out
cell                                n
sky130_fd_sc_hd__bufinv_16          2
sky130_fd_sc_hd__dfrtp_1          100
sky130_fd_sc_hd__buf_6              1
sky130_fd_sc_hd__nor2b_2           51
sky130_fd_sc_hd__inv_6              1
sky130_fd_sc_hd__clkbuf_8           9
sky130_fd_sc_hd__buf_12             9
sky130_fd_sc_hd__buf_2            100
sky130_fd_sc_hd__buf_4              2
sky130_fd_sc_hd__clkdlybuf4s50_1  101
sky130_fd_sc_hd__clkinvlp_4         3
sky130_fd_sc_hd__nor2b_1           16
sky130_fd_sc_hd__clkinv_2           1
sky130_fd_sc_hd__nor2b_4           33
## flip-flops by register name, indices dropped and copies added, names as in the netlist
signal / flops
RD1: 32
WA3: 4
RD2: 32
immExt: 32
## metrics by stage
stage	setup slack [ns]	utilization (%)	total power [W]	hold WS, ns	instances
2_1_floorplan	-0.3896	-	0.004799	0.3362	212
3_3_place_gp	0.007134	81.13	0.005653	0.4935	513
3_5_place_dp	-0.02166	81.13	0.005691	0.4965	513
4_1_cts	-0.09946	77.14	0.008204	0.1173	528
5_1_grt	-0.1154	77.14	0.008423	0.1195	528
6_report	-0.08337	77.14	0.008109	0.1220	528
## what timing repair did
| item | in CTS | in global routing |
|---|---|---|
| setup endpoints to repair | 100 | 100 |
| hold endpoints to repair | 0 | 0 |
| resized | 310 | 0 |
## power breakdown
group | internal [W] | switching (W) | total (W)
clock | 0.00140 | 0.00131 | 0.00270
sequential | 0.00424 | 0.0000498 | 0.00429
combinational | 0.000749 | 0.000365 | 0.00111
## synthesized netlist by cell type (all sizes together)
master,instances,share of area (%)
buf,11,5.6
inv,1,0.10
nor2b,100,27
dfrtp,100,67
## final timing paths
kind / slack [ns] / endpoint
setup / recovery: -0.08 / RD2E[28]
max in group asynchronous: 0.51 / RD1[21]
hold / removal: 0.12 / RD1[16]
min in group asynchronous: 0.32 / RD1[31]
## layout make-up
cell class | instances | area [um2]
Sequential cell | 100 | 2502
Multi-Input combinational cell | 100 | 1001
Tap cell | 99 | 123.9
Clock inverter | 6 | 88.84
Inverter | 1 | 7.507
Timing Repair Buffer | 213 | 1718
Clock buffer | 9 | 123.9
Fill cell | 473 | 1649
## metal layers
layer	part of all wire, %	track usage, %
met5	0	0
met3	8.6	7.252
met4	2.4	4.692
met1	37	34.08
met2	52	39.72
## logic make-up (layout without fill, tap and decap cells)
family / after synthesis / after routing / share of synthesized area, %
buf+inv: 12 / 229 / 5.660
flops: 100 / 100 / 67.39
simple gates: 100 / 100 / 26.95
No activity file was given, so power comes from the tool's default toggle rates.
