===== ./design.v =====
module Alu #(parameter bits=32)(input logic [3:0] s,
										input logic [bits-1:0] a,b,
										output logic [bits-1:0] outAlu,
										output logic [3:0] flag);
	logic [bits-1:0] andO, orO, shiftl, shiftr, sumO, resO, multO, divO;
	logic cout, flagN, flagZ, flagO, foaux;
	logic [3:0] flagAux;
	sumALU #(bits) sumAlu(a,b,sumO,cout);
	resALU #(bits) resAlu(a,b,resO);
	mulALU #(bits) mulAlu(a,b,multO);
	divALU #(bits) divAlu(a,b,divO);
	andALU #(bits) andAlu(a,b,andO);
	orALU #(bits) orAlu(a,b,orO);
	flagN #(bits) fN(s,outAlu,flagN);
	flagZ #(bits) fZ(s,outAlu,flagZ);
	flagO #(bits) fO(a,b,outAlu,s,flagO);
	shiftL #(bits) sl(a,b,shiftl);
	shiftR #(bits) sr(a,b,shiftr);
	assign flagAux = {cout, flagN, flagZ, flagO};
	muxflag mf(s,flagAux,flag);
	muxALU #(bits) muxalu(s,
							sumO,
							resO,
							multO,
							divO,
							andO,
							orO,
							shiftl,
							shiftr,
							b,
							outAlu);
endmodule
module CondCheck (input logic [1:0] Cond,
						input logic [3:0] Flags,
						output logic CondEx);
	logic neg, zero, carry_, overflow;
	assign {carry_, neg, zero, overflow} = Flags;
	always_comb case(Cond) 
		2'b00:     CondEx = 1'b1; 				 
		2'b01:     CondEx = zero; 				 
		2'b10:     CondEx = !neg && !zero; 	 
		2'b11:     CondEx = neg; 				 
		default:  CondEx = 1'bx;
	endcase
endmodule
module CondUnit(input logic clk,rst,FlagWE,NoWriteE,
						BranchE,MemWriteE,RegWriteE,
						input logic [1:0] CondE,
						input logic [3:0] AluFlags,
						output logic PCSrcE,RegWE,MemWE);
	logic [3:0] Flags;
	logic CondEx;
	flipflop #(2) ff1(clk,rst,FlagWE,AluFlags[3:2],Flags[3:2]);
	flipflop #(2) ff2(clk,rst,FlagWE,AluFlags[1:0],Flags[1:0]);
	CondCheck cc(CondE,Flags,CondEx);
	assign PCSrcE = CondEx & BranchE;
	assign RegWE = RegWriteE & !NoWriteE;
	assign MemWE = MemWriteE;
endmodule
module Execute (input logic clk,rst,FlagWE,RegWriteE,
						MemWriteE,BranchE,ALUSrcE,NoWriteE,
						input logic [1:0] CondE,
						input logic [3:0] ALUControlE,
						input logic [31:0]immExtE,RD2E,RD1E,
						output logic [31:0] ALUResultE,
						output logic PCSrcE,RegWE,MemWE);
	logic [31:0] SrcBE;
	logic [3:0] AluFlags;
	mux_ #(32) muxRegOrInmExt(ALUSrcE,RD2E,immExtE,SrcBE);
	Alu #(32) ALU(ALUControlE,RD1E,SrcBE,ALUResultE,AluFlags);
	CondUnit unidadCond(clk,rst,FlagWE,NoWriteE,BranchE,
								MemWriteE,RegWriteE,CondE,AluFlags,PCSrcE,
								RegWE,MemWE);
endmodule
module andALU #(parameter bits = 32)
				(input logic [bits-1:0] a,b,
				output logic [bits-1:0] c);
	assign c = a & b;
endmodule
module divALU #(parameter bits = 32)( input logic [bits-1:0] a, b,
												output logic [bits-1:0] out);
	assign out = a / b;
endmodule
module flagN #(parameter bits = 32)
				(input logic [3:0] s,
				input logic [bits-1:0] result,
				output logic flag);
	assign flag = result[bits-1];
endmodule 
module flagO# (parameter bits = 32)
					(input logic [bits-1:0] a, b, result,
					input logic [3:0]s,
					output logic flag);
logic aritmetic, signo, verif;
always_comb begin
		case(s)
			4'b0000 :aritmetic = 1;
			4'b0001 :aritmetic = 1;
			default :aritmetic = 0;
		endcase 
	end
assign signo = a[bits-1] ^ result[bits-1];
always_comb begin
		case(s)
			4'b0000 :verif = a[bits-1] == b[bits-1];
			4'b0001 :verif = a[bits-1] ^ b[bits-1];
			default :verif = 0;
		endcase 
	end
assign flag = aritmetic & signo & verif;	
endmodule 
module flagZ #(parameter bits = 32)
					(input logic [3:0] s,
					input logic [bits-1:0] result,
					output logic flag);
	assign flag = (result == '0) & (s == 4'b0000
												| s == 4'b0001
												| s == 4'b0010
												| s == 4'b0011);
endmodule
module flipflop #(parameter bits = 2) 
	(input logic clk,rst,en, 
	input [bits-1:0] stateIn, 
	output logic [bits-1:0] stateOut);
logic [bits-1:0] state = 2'h0;
always_ff @ (posedge clk, posedge rst) begin
	if (rst)
		state = 2'b0;
	else begin
		if(en)
			state = stateIn;
	end
end
assign stateOut = state;
endmodule
module mulALU #(parameter bits = 32)( input logic [bits-1:0] a, b,
													output logic [bits-1:0] out);
	assign out = a * b;
endmodule
module muxALU #(parameter bits = 32)
				(input logic [3:0] s,
				input [bits-1:0] value0,value1,value2,value3,value4,value5,value6,value7,value8,
				output logic [bits-1:0] out);
	always_comb begin
		case(s)
			4'b0000: out = value0;
			4'b0001: out = value1;
			4'b0010: out = value2;
			4'b0011: out = value3;
			4'b0100: out = value4;
			4'b0101: out = value5;
			4'b0110: out = value6;
			4'b0111: out = value7;
			4'b1000: out = value8;
			default: out = value0;
		endcase
	end
endmodule
module mux_ #(parameter bits=4)(input logic  select, 
									input logic [bits-1:0] A, B,
									output logic [bits-1:0] out);
always_comb 
	begin
		case(select)
			1'b0 :out = A;
			1'b1 :out = B;
			default :out = A;
		endcase 
	end
endmodule
module muxflag(input logic [3:0]s, 
					input logic	[3:0]flags,
					output logic [3:0] out);
	always_comb begin
		case(s)
			4'b0000 :out = flags;
			4'b0001 :out = flags;
			4'b0010 :out = {1'b0,flags[2:0]};
			4'b0011 :out = {1'b0,flags[2:0]};
			default :out = 4'b0000;
		endcase 
	end
endmodule
module orALU #(parameter bits = 32)
				(input logic [bits-1:0] a, b,
				output logic [bits-1:0] c);
	assign c = a | b;
endmodule
module resALU #(parameter bits = 32)( input logic [bits-1:0] a, b,
												output logic [bits-1:0] out);
	assign  out = a - b;
endmodule
module shiftL#	(parameter bits=32)(input logic [bits-1:0] num,
											input logic [bits-1:0] corrim,
											output logic [bits-1:0] out);
assign out = num << corrim;
endmodule
module shiftR#	(parameter bits=32)(input logic [bits-1:0] num,
											input logic [bits-1:0] corrim,
											output logic [bits-1:0] out);
assign out = num >> corrim;
endmodule 
module sumALU #(parameter bits = 32)( input logic [bits-1:0] a, b,
												output logic [bits-1:0] out,
												output logic cout);
	assign {cout, out} = a + b;
endmodule

===== ./constraint.sdc =====
current_design Execute

set clk_period 262.0
set clk_io_pct 0.2

create_clock -name clk0 -period $clk_period [get_ports {clk}]

set non_clock_inputs [all_inputs -no_clocks]
set_input_delay [expr $clk_period * $clk_io_pct] -clock clk0 $non_clock_inputs
set_output_delay [expr $clk_period * $clk_io_pct] -clock clk0 [all_outputs]

===== ./config.mk =====
export PLATFORM = sky130hd
export DESIGN_NAME = Execute
export DESIGN_NICKNAME = Execute
export VERILOG_FILES = /design/flow/design.v
export SDC_FILE = /design/flow/constraint.sdc
export NUM_CORES = 4
export LEC_CHECK = 1
export CORE_UTILIZATION = 30

===== ./run.sh =====
#!/bin/bash
# OpenROAD 26Q1-2900-gdf79404cd8, Yosys 0.63+post, stock flow scripts
make -C /OpenROAD-flow-scripts/flow DESIGN_CONFIG=/design/flow/config.mk WORK_HOME=/design/flow/orfs finish

==> Changelog: implementation <==
### Changed

- Clock Path Buffers: 2
- Largest area contributor in the netlist: ha_1
- Largest net degree at the start of global routing: 53
- Worst Path Max Fanout: 50
- CP max stage delay: 1070 ps
- Hold Crit Depth: 2
- GRT overflow: 0
- Status: finished, final reports clean
- Crit Reg-Reg Endpoint: unidadCond.ff2.state[1]
- PortBufs: between 100 and 150
- H-Tree Depth: 1
- Core Region: approximately 180,000 sq um
- Crit. End Element: output pin
- Top cells, area: ha_1 16%, fa_1 15%, nand2_1 7.0%
- Max Freq: between 5 and 6 MHz
- Async set-reset flop share out of synthesis: 100%
- DRC: 0
- Worst reg2reg path depth: 2
- Root Buffer: clkbuf_16
- Final min period: 190,840 ps
- YS chip area: 54,100 sq um
- Setup ws final: 71,160 ps
- Yosys cell count: 7,590
- R2r startpoint: unidadCond.ff2.state[1]
- Fill cells: 19,038
- Drt pass-1 iters: 7
- Worst-case hold slack: between 500 and 600 ps
- Synth top cells by count: 1,004 x nand2_1, 688 x ha_1, 669 x inv_1
- Area growth, synth to finish: 8.90%
- Final Slew Violations: 0
- Distinct cells, synth: between 100 and 150
- Clock latency (worst-skew pair): about 220 ps
- Dominant flop cell: dfrtp_1
- Pre-CTS WS: 73,890 ps
- Final WL: around 290,000 um
- Post-cts resize count: 0
- Antenna-violating nets left: 0
- Post-Syn Instances: 7,590
- Setup Crit Path Kind: in -> out
- Area share, top type: 15.9%
- Crit share post-route: approximately 73%
- Post-CTS Setup Bufs: 0
- Init Core Util: 30.3%
- Num CTS Buffers: 3
- CTS tree: yes
- Synth Register Bits: 2
- Syn avg cell area: 7.13 sq um
- Vias: 60,735
- Logic area: 50,200 sq um
- Power Total: 0.887 mW
- Row cnt: 155
- Number of enable flip-flop cells: 0
- Leak pwr: 26.6 nW
- Yosys top cell by instances: nand2_1
- CP required: 209,600 ps
- CP endpoint: ALUResultE[0]
- Detailed Route Iter0 Violations: 6,069
- Critical Path AT: 138,440 ps
- Vias in the first global route: 57,796
- Post-detail-place hpwl: 225,000 um
- Setup TNS: 0 ps
- Die width: about 430 um
- Worst setup path start: ALUSrcE
- # setup viols final: 0
- Fin util: 33.0%
- Top-Level Pins: roughly 150
- Die ar.: between 150,000 and 200,000 sq um
- Skew final: 0 ps
- Die Height: 427 um
- First-pass GRT wire length: 411,000 um
- Sequential cell area: between 50 and 60 sq um
- Reg-to-reg slack, setup: roughly 260,000 ps
- RSZ-0062 raised after global routing: no
- Clock slew at reported path FFs: 30 ps
- Slew headroom: 11.8%
- Wire length per cell: 28.9 um
- Critical-path top delay cell: nor3b_1
- Final Hold Viols: 0
- Clk sinks: 2
- Peak VDD IR: 0.0759 mV
- Post-synth seq share: 0.0924%
- Worst slew pin tran: ~1300 ps
- Crit-path most repeated cell: ha_1
- Antenna violations before repair: 22
- Setup crit start kind: primary input
- OpenROAD warning count: 32
- GRT Total Usage: 31.9%
- Yosys Warn Count: 6
- Type of the worst min-delay path: reg -> reg
- Vias/cell: 6.09
- GPL Wtd Cong: 1.12
- Max Cap Viol: 0
- CTS Hold Buffers Added: 0
- PwrDens: 15.0 nW/um^2
- Layout cells sized above 1: 7.06%
- Synth Cell Area: between 50,000 and 60,000 sq um
==> through the flow <==
stage                     area (sq um)  instances
after floorplan                  54100       7590
after global placement           58900       9955
after detailed placement         58900       9955
after CTS                        58900       9958
after global routing             58900       9960
final                            59000       9970
==> cells in the final DEF, fill, tap and decap left out, types with 52 or more instances in the layout <==
master           count
o211ai_1            63
nor2_1             647
and2_1             108
nand2_1           1004
a21oi_1            485
nand2b_1            60
o21ai_0            340
a31oi_1            105
mux2_2             100
o22ai_1             59
xnor2_1            317
or3_1               69
nor4_1              52
buf_4              237
inv_1              664
mux2i_1             87
fa_1               409
nand3_1            170
a21o_1             174
xor2_1             164
ha_1               688
nand4_1             80
a211oi_1            74
o21a_1             121
and3_1              60
nor3_1             202
clkdlybuf4s50_1    129
==> worst min-delay path by stage <==
stage / slack [ps] / startpoint / to
final: 560 / unidadCond.ff2.state[1] / unidadCond.ff2.state[1]
after CTS: 560 / unidadCond.ff2.state[1] / unidadCond.ff2.state[1]
after global routing: 570 / unidadCond.ff1.state[0] / unidadCond.ff1.state[0]
==> layout make-up <==
class / instances / area share (%)
clock buffers: 3 / 0.127
flip-flops and latches: 2 / 0.0849
diodes: 12 / 0.0509
inverters: 676 / 4.31
well taps: 2355 / 5.00
repair buffers: 378 / 5.31
multi-input cells: 6544 / 85.1
==> flip-flops by register name, summed over array words and instances (netlist names) <==
name	count
unidadCond.ff2.state	1
unidadCond.ff1.state	1
==> per-layer routing <==
layer	GRT usage, %	part of all wire [%]
met2	46.3	42
met4	24.2	9.6
met3	9.30	10
met5	0.450	0.034
met1	40.0	38
==> kinds of logic (layout without fill, tap and decap cells) <==
family	Yosys count	in the layout	share of synthesized area (%)
and+or+nand+nor	2672	2672	22.8
buffers and inverters	1044	1057	7.39
other	0	12	0
DFF	2	2	0.0924
adders and majority gates	1111	1111	31.3
muxes	217	217	4.87
xor gates and xnor gates	481	481	7.78
AOI/OAI and AO/OA	2063	2063	25.8
==> power breakdown <==
part / internal, mW / total (mW) / leakage [nW] / switching [mW]
clock network: 0.00194 / 0.00228 / 0.0370 / 0.000338
logic: 0.317 / 0.884 / 26.6 / 0.568
registers: 0.000377 / 0.000440 / 0.0276 / 0.0000632
total: 0.319 / 0.887 / 26.6 / 0.568
==> critical path: cells and delay by family <==
family	cells	cell delay [ps]
AND-OR/OR-AND	149	45450
AND/OR/NAND/NOR	80	24190
adder cells (fa/ha/maj)	31	9520
buffers and inverters	25	5350
multiplexers	3	1200
Power figures rest on the tool's default switching activity, not on a simulated workload.
