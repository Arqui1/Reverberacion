$ cat /design/flow/run.sh
#!/bin/bash
# OpenROAD 26Q1-2900-gdf79404cd8, Yosys 0.63+post, stock flow scripts
make -C /OpenROAD-flow-scripts/flow DESIGN_CONFIG=/design/flow/config.mk WORK_HOME=/design/flow/orfs finish
$ cat /design/flow/config.mk
export PLATFORM = sky130hd
export DESIGN_NAME = Decode
export DESIGN_NICKNAME = Decode
export VERILOG_FILES = /design/flow/design.v
export SDC_FILE = /design/flow/constraint.sdc
export NUM_CORES = 4
export LEC_CHECK = 1
export CORE_UTILIZATION = 40
$ cat /design/flow/constraint.sdc
current_design Decode

set clk_period 56.0
set clk_io_pct 0.2

create_clock -name clk0 -period $clk_period [get_ports {clk}]

set non_clock_inputs [all_inputs -no_clocks]
set_input_delay [expr $clk_period * $clk_io_pct] -clock clk0 $non_clock_inputs
set_output_delay [expr $clk_period * $clk_io_pct] -clock clk0 [all_outputs]
$ cat /design/flow/design.v
module ControlUnit(input logic Inmed,
						input logic [1:0] Op,
						input logic [3:0] func,
						output logic FlagW,RegWrite,MemtoReg,MemWrite,
						Branch,ALUSrc,NoWrite,RegSrcA1,RegSrcA2,txt,
						output logic [3:0] ALUControl);
logic [9:0]generalOut;
logic ALUOp;
 always_comb begin
		case(Op)
			2'b00:if(Inmed)begin
						if(func == 4'b1001)
							generalOut = 10'b0011010010; 
						else
							generalOut = 10'b0001010010; 
						end
					else begin
						if(func == 4'b1001)
							generalOut = 10'b0010010010; 
						else
							generalOut = 10'b0000010010; 
						end
			2'b01: if(Inmed)
						generalOut = 10'b0101110000; 
					 else
						generalOut = 10'b0000110000; 
			2'b10: if(func == 4'b1111)
						generalOut = 10'b0101000001; 
					 else
						generalOut = 10'b0101001000; 
			2'b11: generalOut = 10'b1101000100; 
        default:
          generalOut = 10'bxxxxxxxxxx;
		endcase
	end
assign{RegSrcA1,RegSrcA2,NoWrite,ALUSrc,MemtoReg,RegWrite,MemWrite,Branch,ALUOp,txt} = generalOut;
always_comb begin
	if(ALUOp) begin
			case(func)
				4'b0000: ALUControl = 4'b0000; 
				4'b0001: ALUControl = 4'b0001; 
				4'b0010: ALUControl = 4'b0010; 
				4'b0100: ALUControl = 4'b0100; 
				4'b0101: ALUControl = 4'b0101; 
				4'b0110: ALUControl = 4'b0110; 
				4'b0111: ALUControl = 4'b0111; 
				4'b1000: ALUControl = 4'b1000; 
				4'b1001: ALUControl = 4'b0001; 
				default: ALUControl = 4'bx;
			endcase
		FlagW = (func == 4'b1001);
	end
	else begin
	ALUControl = 4'b0000;
	FlagW = 1'b0;
	end
end
endmodule
module Decode (input logic clk,rst,WE3,
					input logic [31:0]instr,pc,WD3,
					input logic [3:0] A3,
					output logic [3:0]ALUControl,RA1,RA2,
					output logic [31:0]immExt,RD1,RD2,
					output logic FlagW,RegWrite,MemtoReg,MemWrite,Branch,ALUSrc,NoWrite,txt);
	logic RegSrcA1,RegSrcA2;
	ControlUnit  CU(instr[4],instr[31:30],instr[3:0],
					FlagW,RegWrite,MemtoReg,MemWrite,Branch,
					ALUSrc,NoWrite,RegSrcA1,RegSrcA2,txt,ALUControl);
	mux_ #(4) muxA1(RegSrcA1,instr[25:22],4'b1111,RA1);
	mux_ #(4) muxA2(RegSrcA2,instr[21:18],instr[29:26],RA2);
	RegFile RF(clk,rst,WE3,RA1,RA2,A3,WD3,pc,RD1,RD2);
	Extend EI(instr[21:5],immExt);
endmodule
module Extend(input logic [16:0] datain,
                output logic [31:0] dataout);
   assign dataout = {{15{datain[16]}}, datain};
endmodule
module RegFile (input logic clk, rst, WE3,
					input logic [3:0] A1, A2, A3,
					input logic [31:0] WD3,R15,
					output logic [31:0] RD1, RD2);
	logic [31:0] regF [14:0];
	int n;
	always_ff @(negedge clk) begin
		if(rst)begin
			for (n = 0; n < 15; n = n + 1) begin
				regF[n] <= 32'b0;
			end
		end
		else begin
			if(WE3)
				regF[A3] <= WD3;
		end
	end
	always_comb begin
		if (A1 == 4'h0)begin 
            RD1 = 32'h0;
		end
      else begin
			if(A1==4'b1111)
            RD1 = R15;
			else
				RD1 = regF[A1];
		end
	end
	always_comb begin
		if (A2 == 4'h0)
            RD2 =32'h0;
        else    
            RD2 = regF[A2];     
	end
endmodule
module mux_ #(parameter bits=4)(input logic  select, 
									input logic [bits-1:0] A, B,
									output logic [bits-1:0] out);
always_comb 
	begin
		case(select)
			1'b0 :out = A;
			1'b1 :out = B;
			default :out = A;
		endcase 
	end
endmodule
==> metrics.cfg <==
[power]
power.clock.fraction = 0.459
power_share_of_the_sequential_group = 0.402
vdd_drop_max_v = 0.00002184
power.switching_uw = 361.2
p_sw_frac = 0.3167
power_density_nw_per_um2 = 33.05
combinationalPowerShare = 0.139
internal-power_uw = 779.3
total_leakage_power_uw = 0.01448

[drt]
drtAntennaViolNets = 0
detailedRoute.firstPassIterationCount = 5
routed_wirelength_mm = 99.95
avgRoutedWirePerCell_um = 23.15
initial_drc_count = 1716
post_drt_via_cell_ratio = 5.447
dr_total_vias = 23520
drc = 0

[global_routing]
grt_pass1_wl_mm = 146.3
antenna_found_initial = 6
first_global_vias = 24310
grt_overflow_total = 0
global_route.usage.total = 0.3012
maximum_number_of_pins_on_one_net_before_global_route_repair = 128

[final_layout]
flip_flop_count_of_the_largest_register_after_layout = 512
area_growth_syn_to_layout_pct = 22.56
layout.filler_cells = 5910
fraction_of_final_layout_cells_sized_beyond_drive_strength_1 = 0.07061
largest_regs = RF.regF: 512 flops
regMostFlops = RF.regF
final_design_area_no_fill_um2 = 34500

[clock_tree]
cts_tree = yes
clock_tree.buffer_depth = 3
clkSlewWorstSetupHoldPaths_ps = 30
cts_max_level = 2
ctsHoldBuffers = 0
cts_inserted_buffers = 58
cts.repair_timing.setup_buffer_count = 0
clock_sink_count = 512
post_cts.resized_instances = 0
clockRootBuffer = sky130_fd_sc_hd__clkbuf_16

[logic_synthesis]
synth.distinct_cells = 42
largest_family_of_logic_cells_by_area = simple AND/OR/NAND/NOR gates
synthArstFlopShare = 0
synth.cells.most_frequent = 694 x sky130_fd_sc_hd__nand2_1, 512 x sky130_fd_sc_hd__edfxtp_1, 481 x sky130_fd_sc_hd__and2_1, 178 x sky130_fd_sc_hd__clkbuf_1, 156 x sky130_fd_sc_hd__nand3_1
yosysTopAreaCell = sky130_fd_sc_hd__edfxtp_1
xor_area_frac = 0
synth.avg_cell_area_um2 = 10.08
mux_area_frac = 0.05413
synth_cells = 2792
ys.warnings.count = 3
synth.top_cell.area_share = 0.5461
synth_flop_count = 512
post_synth_and_or_nand_nor_area_fraction = 0.2541
yosys_top_cell_by_instances = sky130_fd_sc_hd__nand2_1
synth_stat.cells = 2792
ys_top_cells_by_area = sky130_fd_sc_hd__edfxtp_1 55%, sky130_fd_sc_hd__and2_1 11%, sky130_fd_sc_hd__nand2_1 9.3%
yosys.area_share.aoi = 0.09946
edf_count = 512
synth.cell_area_um2 = 28150
synth-area-yosys_um2 = 28150
synth-adder-area-share = 0
ys.flop_type = sky130_fd_sc_hd__edfxtp_1
synth.yosys.seq_area_share = 0.5461

[final_timing]
report.final.setup_viol = 0
final_hold_viol_count = 0
tns_ps = 0
rsz0062_at_grt = false
worst_case_headroom_to_the_max_slew_limit = 0.3423
timing_worst_slew_pin_value_ps = 986.5
slew_violations = 0

[die]
coreArea_um2 = 69070
floorplan.die.width_um = 267.3
die_height_um = 267.3
initial_utilization = 0.4076
dieArea_um2 = 71450
num_rows = 96
ioPinCount = 219

[setup_path]
worstPathArrival_ps = 30970
crit_fanout = 2
setup.worst_path.start_class = flip-flop
crit_required_ps = 44800
worstSetupPathType = reg2out
setup.worst_path.end_class = output port

[min_path]
worstHoldPathType = in2out

[place]
gp_routability_congestion = 0.9534
final_hpwl_dp_mm = 62.86
io_buffers = 192
placement.cell_area_um2 = 30690

[job]
cap_violations = 0
openroad_warning_count = 546

[outcome]
run_status = complete, no violations

[kinds of logic after synthesis]
| family | Yosys count |
|---|---|
| simple gates | 1461 |
| mux | 108 |
| flops | 512 |
| compound gates | 420 |
| buf+inv | 291 |
[power groups by stage]
stage | registers, uW | clock network, uW | logic, uW
CTS | 458 | 539 | 157
global route | 459 | 583 | 171
finish | 458 | 523 | 159
[per-stage QoR]
step | hold WS, ps | instances | util | power (uW) | setup slack, ps
after floorplan | 22410 | 2792 | - | 590.7 | 14710
after global placement | 22400 | 3703 | 0.4443 | 671.1 | 13700
after detailed placement | 22400 | 3703 | 0.4443 | 672.7 | 13640
after CTS | 22400 | 4316 | 0.4995 | 1154 | 13910
after global routing | 22400 | 4316 | 0.4995 | 1214 | 13650
final | 22400 | 4318 | 0.4996 | 1140 | 13830
[worst paths after layout]
| kind | slack [ps] | start | cells past startpoint | endpoint |
|---|---|---|---|---|
| max | 13830 | RF.regF[8][4] | 6 | RD1[4] |
| min | 22400 | instr[5] | 0 | immExt[0] |
[layout by cell type (no fill, tap or decap), types with 62 or more instances in the layout]
master,instances
sky130_fd_sc_hd__buf_4,66
sky130_fd_sc_hd__and2_1,481
sky130_fd_sc_hd__a31oi_1,62
sky130_fd_sc_hd__nand3_1,156
sky130_fd_sc_hd__mux2i_1,69
sky130_fd_sc_hd__nand2_1,694
sky130_fd_sc_hd__o21ai_0,117
sky130_fd_sc_hd__inv_1,533
sky130_fd_sc_hd__nor2b_1,66
sky130_fd_sc_hd__edfxtp_1,512
sky130_fd_sc_hd__clkdlybuf4s50_1,191
sky130_fd_sc_hd__a211oi_1,95
[layout make-up]
cell class,count,area (um^2),area share
clock inverters,553,2291,0.06640
diodes,2,5.005,0.0001450
repair buffers,261,2479,0.07184
multi-input cells,1989,11620,0.3368
well taps,931,1165,0.03376
flip-flops and latches,512,15370,0.4456
clock buffers,61,1526,0.04424
inverters,9,42.54,0.001233
[per-layer routing]
layer / wire length [um] / vias up / track usage
li1: - / 10930 / -
met1: 37460 / 11120 / 0.3919
met2: 42900 / 1331 / 0.3960
met3: 17240 / 127 / 0.2280
met4: 2217 / 8 / 0.09786
met5: 134 / - / 0.009702
[critical path, stage by stage, from the launching register on]
cell	delay, ps
sky130_fd_sc_hd__edfxtp_1	360
sky130_fd_sc_hd__nor2b_1	140
sky130_fd_sc_hd__a211oi_1	250
sky130_fd_sc_hd__a31oi_1	120
sky130_fd_sc_hd__o2111ai_1	750
sky130_fd_sc_hd__o21ai_0	240
sky130_fd_sc_hd__clkdlybuf4s50_1	450
Power and IR drop assume default switching activity.
